--- config.mk ---
export PLATFORM = sky130hd
export DESIGN_NAME = display
export DESIGN_NICKNAME = display
export VERILOG_FILES = /design/flow/design.v
export SDC_FILE = /design/flow/constraint.sdc
export NUM_CORES = 4
export LEC_CHECK = 1
export CORE_UTILIZATION = 40
--- constraint.sdc ---
current_design display

set clk_period 8.4
set clk_io_pct 0.2

create_clock -name clk0 -period $clk_period [get_ports {clk}]

set non_clock_inputs [all_inputs -no_clocks]
set_input_delay [expr $clk_period * $clk_io_pct] -clock clk0 $non_clock_inputs
set_output_delay [expr $clk_period * $clk_io_pct] -clock clk0 [all_outputs]
--- design.v ---
`timescale 1ns / 1ps
module display (
    input wire clk,   
    input wire rst,   
    input wire [7:0] en,   
    input wire [31:0] data,   
    input wire [7:0] dot,   
    input wire [15:0] led,   
    output wire led_clk,
    output wire led_en,
    output wire led_clr_n,
    output wire led_do,
    output wire seg_clk,
    output wire seg_en,
    output wire seg_clr_n,
    output wire seg_do
    );
function integer GET_WIDTH;   
	input [31:0] data;
	begin
		if (data[31]) GET_WIDTH=32;
		else if (data[30]) GET_WIDTH=31;
		else if (data[29]) GET_WIDTH=30;
		else if (data[28]) GET_WIDTH=29;
		else if (data[27]) GET_WIDTH=28;
		else if (data[26]) GET_WIDTH=27;
		else if (data[25]) GET_WIDTH=26;
		else if (data[24]) GET_WIDTH=25;
		else if (data[23]) GET_WIDTH=24;
		else if (data[22]) GET_WIDTH=23;
		else if (data[21]) GET_WIDTH=22;
		else if (data[20]) GET_WIDTH=21;
		else if (data[19]) GET_WIDTH=20;
		else if (data[18]) GET_WIDTH=19;
		else if (data[17]) GET_WIDTH=18;
		else if (data[16]) GET_WIDTH=17;
		else if (data[15]) GET_WIDTH=16;
		else if (data[14]) GET_WIDTH=15;
		else if (data[13]) GET_WIDTH=14;
		else if (data[12]) GET_WIDTH=13;
		else if (data[11]) GET_WIDTH=12;
		else if (data[10]) GET_WIDTH=11;
		else if (data[9]) GET_WIDTH=10;
		else if (data[8]) GET_WIDTH=9;
		else if (data[7]) GET_WIDTH=8;
		else if (data[6]) GET_WIDTH=7;
		else if (data[5]) GET_WIDTH=6;
		else if (data[4]) GET_WIDTH=5;
		else if (data[3]) GET_WIDTH=4;
		else if (data[2]) GET_WIDTH=3;
		else if (data[1]) GET_WIDTH=2;
		else if (data[0]) GET_WIDTH=1;
		else GET_WIDTH=1;
	end
endfunction
    parameter
        CLK_FREQ = 25;   
    localparam
        SEG_PULSE = 1'b0;
    localparam
        REFRESH_INTERVAL = 100,   
        COUNT_REFRESH = 1 + CLK_FREQ * REFRESH_INTERVAL * 1000,
        COUNT_BITS = GET_WIDTH(COUNT_REFRESH-1);
    function [6:0] digit2seg;
        input [3:0] number;
        begin
            case (number)
                4'h0: digit2seg = 7'b0111111;
                4'h1: digit2seg = 7'b0000110;
                4'h2: digit2seg = 7'b1011011;
                4'h3: digit2seg = 7'b1001111;
                4'h4: digit2seg = 7'b1100110;
                4'h5: digit2seg = 7'b1101101;
                4'h6: digit2seg = 7'b1111101;
                4'h7: digit2seg = 7'b0000111;
                4'h8: digit2seg = 7'b1111111;
                4'h9: digit2seg = 7'b1101111;
                4'hA: digit2seg = 7'b1110111;
                4'hB: digit2seg = 7'b1111100;
                4'hC: digit2seg = 7'b0111001;
                4'hD: digit2seg = 7'b1011110;
                4'hE: digit2seg = 7'b1111001;
                4'hF: digit2seg = 7'b1110001;
            endcase
        end
    endfunction
    wire [63:0] segment;
    genvar i;
    generate for (i=0; i<8; i=i+1) begin: SEG_GEN
        assign
            segment[8*i+7] = dot[i],
            segment[8*i+6-:7] = en[i] ? digit2seg(data[4*i+3-:4]) : 7'b0;
    end
    endgenerate
    wire led_start, seg_start;
    wire led_clr, seg_clr;
    reg [COUNT_BITS-1:0] clk_count = 0;
    assign
        led_en = 1,
        led_clr_n = ~led_clr,
        seg_en = 1,
        seg_clr_n = ~seg_clr;
    parallel2serial #(
        .P_CLK_FREQ(CLK_FREQ),
        .S_CLK_FREQ(20),
        .DATA_BITS(16),
        .CODE_ENDIAN(1)
        ) P2S_LED (
        .clk(clk),
        .rst(rst),
        .data(SEG_PULSE ? led : ~led),
        .start(led_start),
        .busy(),
        .finish(),
        .s_clk(led_clk),
        .s_clr(led_clr),
        .s_dat(led_do)
        );
    parallel2serial #(
        .P_CLK_FREQ(CLK_FREQ),
        .S_CLK_FREQ(20),
        .DATA_BITS(64),
        .CODE_ENDIAN(1)
        ) P2S_SEG (
        .clk(clk),
        .rst(rst),
        .data(SEG_PULSE ? segment : ~segment),
        .start(seg_start),
        .busy(),
        .finish(),
        .s_clk(seg_clk),
        .s_clr(seg_clr),
        .s_dat(seg_do)
        );
    always @(posedge clk) begin
        if (rst)
            clk_count <= 0;
        else if (clk_count[COUNT_BITS-1])
            clk_count <= 0;
        else
            clk_count <= clk_count + 1'h1;
    end
    assign
        led_start = clk_count[COUNT_BITS-1],
        seg_start = clk_count[COUNT_BITS-1];
endmodule
`timescale 1ns / 1ps
module parallel2serial (
    input wire clk,   
    input wire rst,   
    input wire [DATA_BITS-1:0] data,   
    input wire start,   
    output reg busy,   
    output reg finish,   
    output reg s_clk = 0,   
    output reg s_clr = 0,   
    output wire s_dat   
    );
function integer GET_WIDTH;   
	input [31:0] data;
	begin
		if (data[31]) GET_WIDTH=32;
		else if (data[30]) GET_WIDTH=31;
		else if (data[29]) GET_WIDTH=30;
		else if (data[28]) GET_WIDTH=29;
		else if (data[27]) GET_WIDTH=28;
		else if (data[26]) GET_WIDTH=27;
		else if (data[25]) GET_WIDTH=26;
		else if (data[24]) GET_WIDTH=25;
		else if (data[23]) GET_WIDTH=24;
		else if (data[22]) GET_WIDTH=23;
		else if (data[21]) GET_WIDTH=22;
		else if (data[20]) GET_WIDTH=21;
		else if (data[19]) GET_WIDTH=20;
		else if (data[18]) GET_WIDTH=19;
		else if (data[17]) GET_WIDTH=18;
		else if (data[16]) GET_WIDTH=17;
		else if (data[15]) GET_WIDTH=16;
		else if (data[14]) GET_WIDTH=15;
		else if (data[13]) GET_WIDTH=14;
		else if (data[12]) GET_WIDTH=13;
		else if (data[11]) GET_WIDTH=12;
		else if (data[10]) GET_WIDTH=11;
		else if (data[9]) GET_WIDTH=10;
		else if (data[8]) GET_WIDTH=9;
		else if (data[7]) GET_WIDTH=8;
		else if (data[6]) GET_WIDTH=7;
		else if (data[5]) GET_WIDTH=6;
		else if (data[4]) GET_WIDTH=5;
		else if (data[3]) GET_WIDTH=4;
		else if (data[2]) GET_WIDTH=3;
		else if (data[1]) GET_WIDTH=2;
		else if (data[0]) GET_WIDTH=1;
		else GET_WIDTH=1;
	end
endfunction
    parameter
        P_CLK_FREQ = 100,   
        S_CLK_FREQ = 10,   
        DATA_BITS = 32,   
        CODE_ENDIAN = 0;   
    localparam
        COUNT_HALFCYCLE = 1 + (P_CLK_FREQ-1) / S_CLK_FREQ / 2,
        CYCLE_COUNT_BITS = GET_WIDTH(COUNT_HALFCYCLE-1),
        DATA_COUNT_BITS = GET_WIDTH(DATA_BITS-1);
    reg [DATA_BITS:0] buff;
    reg [CYCLE_COUNT_BITS-1:0] cycle_count = 0;
    wire s_clk_negedge;
    localparam
        S_IDLE = 0,   
        S_CLEAR = 1,   
        S_WORK = 2,   
        S_DONE = 3;   
    reg [2:0] state = 0;
    reg [2:0] next_state;
    reg [DATA_COUNT_BITS-1:0] data_count = 0;
    reg [DATA_COUNT_BITS-1:0] next_data_count;
    always @(*) begin
        next_state = 0;
        next_data_count = 0;
        case (state)
            S_IDLE: begin
                if (start) begin
                    next_state = S_CLEAR;
                end
                else begin
                    next_state = S_IDLE;
                end
            end
            S_CLEAR: begin
                if (s_clk_negedge) begin
                    next_state = S_WORK;
                end
                else begin
                    next_state = S_CLEAR;
                end
            end
            S_WORK: begin
                if (s_clk_negedge) begin
                    next_data_count = data_count + 1'h1;
                    if (data_count == DATA_BITS-1)
                        next_state = S_DONE;
                    else
                        next_state = S_WORK;
                end
                else begin
                    next_data_count = data_count;
                    next_state = S_WORK;
                end
            end
            S_DONE: begin
                next_state = S_IDLE;
            end
        endcase
    end
    always @(posedge clk) begin
        if (rst) begin
            state <= 0;
            data_count <= 0;
        end
        else begin
            state <= next_state;
            data_count <= next_data_count;
        end
    end
    always @(posedge clk) begin
        busy <= 0;
        finish <= 0;
        s_clr <= 0;
        if (~rst) case (next_state)
            S_IDLE: begin
                buff <= 0;
            end
            S_CLEAR: begin
                busy <= 1;
                if (CODE_ENDIAN)
                    buff <= {1'b0, data};
                else
                    buff <= {data, 1'b0};
                s_clr <= 1;
            end
            S_WORK: begin
                busy <= 1;
                if (s_clk_negedge) begin
                    if (CODE_ENDIAN)
                        buff <= {buff[DATA_BITS-1:0], 1'b0};
                    else
                        buff <= {1'b0, buff[DATA_BITS:1]};
                end
            end
            S_DONE: begin
                finish <= 1;
            end
        endcase
    end
    assign s_dat = CODE_ENDIAN ? buff[DATA_BITS] : buff[0];
    always @(posedge clk) begin
        if (rst || state==S_IDLE || state==S_DONE) begin
            cycle_count <= 0;
            s_clk <= 0;
        end
        else begin
            if (cycle_count == COUNT_HALFCYCLE-1) begin
                cycle_count <= 0;
                s_clk <= ~s_clk;
            end
            else begin
                cycle_count <= cycle_count + 1'h1;
            end
        end
    end
    assign
        s_clk_negedge = (cycle_count == COUNT_HALFCYCLE-1) && s_clk;   
endmodule
--- run.sh ---
#!/bin/bash
# OpenROAD 26Q1-2900-gdf79404cd8, Yosys 0.63+post, stock flow scripts
make -C /OpenROAD-flow-scripts/flow DESIGN_CONFIG=/design/flow/config.mk WORK_HOME=/design/flow/orfs finish
==> flow_summary.html <==
<!-- implementation run metrics -->
<table>
<tr><th>Metric</th><th>Value</th></tr>
<tr><th colspan="2">Logic synthesis</th></tr>
<tr><td>Area figure in the yosys stat output</td><td>7136 µm²</td></tr>
<tr><td>Xor and xnor area share after synthesis</td><td>2.578%</td></tr>
<tr><td>Multiplexer share</td><td>6.996%</td></tr>
<tr><td>Mapped Cells</td><td>722</td></tr>
<tr><td>Number of enable-type register cells in the synthesized netlist</td><td>82</td></tr>
<tr><td>Share of the yosys chip area belonging to registers</td><td>46.29%</td></tr>
<tr><td>Share of synthesized registers carrying an async set or reset</td><td>0%</td></tr>
<tr><td>Main logic family after synthesis</td><td>simple AND/OR/NAND/NOR gates</td></tr>
<tr><td>Synth Area in Compound Gates</td><td>14.75%</td></tr>
<tr><td>Post-Synthesis Mean Instance Area</td><td>9.883 µm²</td></tr>
<tr><td>Basic Gates by Area</td><td>16.15%</td></tr>
<tr><td>Adder share</td><td>8.592%</td></tr>
<tr><td>Top cells by area in the synthesized netlist</td><td>sky130_fd_sc_hd__edfxtp_1 35%, sky130_fd_sc_hd__dfxtp_1 12%, sky130_fd_sc_hd__ha_1 8.6%, sky130_fd_sc_hd__nand2_1 4.9%, sky130_fd_sc_hd__o21ai_0 4.4%</td></tr>
<tr><td>Top-area cell type share of the netlist area</td><td>34.51%</td></tr>
<tr><td>Most common flop cell mapped by yosys</td><td>sky130_fd_sc_hd__edfxtp_1</td></tr>
<tr><td>Area of the mapped netlist</td><td>7136 µm²</td></tr>
<tr><td>Netlist cell types</td><td>51</td></tr>
<tr><td>Top cell type by total area after synthesis</td><td>sky130_fd_sc_hd__edfxtp_1</td></tr>
<tr><td>Total of flip-flops plus latches after synthesis</td><td>124</td></tr>
<tr><td>Number of standard cells reported by yosys</td><td>722</td></tr>
<tr><td>Synthesis warning total</td><td>3</td></tr>
<tr><th colspan="2">Cells and area</th></tr>
<tr><td>Final non-filler cell total</td><td>1023</td></tr>
<tr><td>Sequential cell area</td><td>3303 µm²</td></tr>
<tr><td>Fraction of layout cells with a size suffix above 1</td><td>8.020%</td></tr>
<tr><td>Area growth syn-to-layout</td><td>21.36%</td></tr>
<tr><td>Most used logic cell in the final layout</td><td>sky130_fd_sc_hd__nand2_1</td></tr>
<tr><td>Area of the multi-input gates</td><td>3536 µm²</td></tr>
<tr><td># fillers</td><td>1496</td></tr>
<tr><td>Most used cells in the layout excluding fill and tap cells</td><td>94 x sky130_fd_sc_hd__nand2_1, 82 x sky130_fd_sc_hd__edfxtp_1, 71 x sky130_fd_sc_hd__clkdlybuf4s50_1</td></tr>
<tr><th colspan="2">Power</th></tr>
<tr><td>Clock Power Share</td><td>47.5%</td></tr>
<tr><td>Static leakage power</td><td>0.003337 µW</td></tr>
<tr><td>Internal Pwr Total</td><td>1197 µW</td></tr>
<tr><td>Switching part of the total</td><td>21.91%</td></tr>
<tr><td>Logic gate share of total power</td><td>8.8%</td></tr>
<tr><td>Sequential cell fraction of total power</td><td>43.7%</td></tr>
<tr><td>P per Cell Area</td><td>177.0 nW/µm²</td></tr>
<tr><td>Net switching power</td><td>335.7 µW</td></tr>
<tr><td>Peak ir drop on the vdd network</td><td>0.1422 mV</td></tr>
<tr><th colspan="2">Setup path</th></tr>
<tr><td>Worst R2R End</td><td>P2S_SEG.buff[15]</td></tr>
<tr><td>Startpoint of the worst-slack reg-to-reg timing path</td><td>P2S_SEG.s_clk</td></tr>
<tr><td>Required @ worst endpoint</td><td>8.62 ns</td></tr>
<tr><td>Crit path DAT</td><td>3.55 ns</td></tr>
<tr><td>Cells along the critical path</td><td>nor2b_1 &gt; and4_1 &gt; a41oi_1 &gt; ha_1 &gt; nor2b_4 &gt; buf_4 &gt; nand2_1 &gt; o21ai_0</td></tr>
<tr><td>R2R Setup Slk</td><td>5.07 ns</td></tr>
<tr><td>Delay of the slowest cell on the worst path</td><td>0.58 ns</td></tr>
<tr><td>Worst Path Max Fanout</td><td>38</td></tr>
<tr><td>Setup CP Type</td><td>flop to flop</td></tr>
<tr><td>Library cell contributing the largest single delay on the critical path</td><td>sky130_fd_sc_hd__nor2b_1</td></tr>
<tr><td>Worst reg-to-reg path cell count</td><td>8</td></tr>
<tr><td>Endpoint kind of the worst setup timing path</td><td>flop</td></tr>
<tr><td>Crit start category</td><td>flop</td></tr>
<tr><th colspan="2">Global routing</th></tr>
<tr><td>Antenna violations before repair</td><td>0</td></tr>
<tr><td>Global route overflow</td><td>0</td></tr>
<tr><td>First-pass GRT wire length</td><td>23110 µm</td></tr>
<tr><td>Largest net degree at the start of global routing</td><td>39</td></tr>
<tr><td>Via count of the first global-routing pass</td><td>5049</td></tr>
<tr><td>Overall fraction of global-route tracks in use</td><td>16.20%</td></tr>
<tr><th colspan="2">CTS</th></tr>
<tr><td>H-Tree Level Count</td><td>4</td></tr>
<tr><td>Clock input transition at the sequential cells of the worst setup and hold paths</td><td>0.06 ns</td></tr>
<tr><td>Num CTS Buffers</td><td>17</td></tr>
<tr><td>Post-cts repair resize count</td><td>0</td></tr>
<tr><td>Post-CTS setup buffer count</td><td>0</td></tr>
<tr><td>TritonCTS clock tree</td><td>done</td></tr>
<tr><td>Clock sink count</td><td>124</td></tr>
<tr><td>Number of buffers on the longest clock path</td><td>2</td></tr>
<tr><td>CTS root buf</td><td>sky130_fd_sc_hd__clkbuf_16</td></tr>
<tr><td>Clock latency of the later-clocked register in the worst-skew pair</td><td>0.41 ns</td></tr>
<tr><td>Count of hold buffers inserted by post-cts repair</td><td>0</td></tr>
<tr><th colspan="2">Routing</th></tr>
<tr><td>Post-DR wirelength/cell</td><td>13.54 µm</td></tr>
<tr><td>Count of vias placed by the detailed router</td><td>5402</td></tr>
<tr><td>Antenna cell count</td><td>0</td></tr>
<tr><td>Post-DR vias/cell</td><td>5.281</td></tr>
<tr><td>Detailed Route WL</td><td>13860 µm</td></tr>
<tr><td>Violation tally from detailed-route iteration zero</td><td>228</td></tr>
<tr><td>Tally of nets with antenna violations remaining after routing</td><td>0</td></tr>
<tr><td>First-pass iteration count of the detailed router</td><td>4</td></tr>
<tr><td>Residual DRC</td><td>0</td></tr>
<tr><th colspan="2">Placement</th></tr>
<tr><td>Placer's final routability congestion estimate</td><td>0.9201</td></tr>
<tr><td>Half-perimeter wire length after placement</td><td>9237 µm</td></tr>
<tr><td>Cell Count Post-Placement</td><td>991</td></tr>
<tr><td>Port bufs</td><td>71</td></tr>
<tr><th colspan="2">Floorplan</th></tr>
<tr><td>Die Span X</td><td>135.6 µm</td></tr>
<tr><td>Initial cell density of the core</td><td>41.11%</td></tr>
<tr><td>Area enclosed by the die boundary</td><td>18380 µm²</td></tr>
<tr><td>Row count</td><td>48</td></tr>
<tr><td>Core box area</td><td>17360 µm²</td></tr>
<tr><td>Die Span Y</td><td>135.6 µm</td></tr>
<tr><td>I/O pins</td><td>74</td></tr>
<tr><th colspan="2">STA</th></tr>
<tr><td>Slew of the pin with the lowest slew margin</td><td>0.6848 ns</td></tr>
<tr><td>Final hold vios</td><td>0</td></tr>
<tr><td>Top achievable clock speed</td><td>300.2 MHz</td></tr>
<tr><td>Post-route clock period utilization</td><td>39.66%</td></tr>
<tr><td>Worst slew margin relative to its limit</td><td>54.25%</td></tr>
<tr><td>Largest clock skew in the final design</td><td>0.01052 ns</td></tr>
<tr><td>Total negative setup slack</td><td>0 ns</td></tr>
<tr><td>Unrepaired setup endpoints after global routing</td><td>false</td></tr>
<tr><td>Final Critical Period</td><td>3.332 ns</td></tr>
<tr><td>Final Slew Violations</td><td>0</td></tr>
<tr><td>Number of setup violations in the final report</td><td>0</td></tr>
<tr><th colspan="2">Min path</th></tr>
<tr><td>Capture endpoint of the worst hold path</td><td>clk_count[0]</td></tr>
<tr><td>Worst min path class</td><td>flop to flop</td></tr>
<tr><td>Worst hold path stage count</td><td>1</td></tr>
<tr><td>Source of the worst hold timing path</td><td>clk_count[0]</td></tr>
<tr><th colspan="2">Flow run</th></tr>
<tr><td>OpenROAD warning count</td><td>61</td></tr>
<tr><td>Max-cap violations</td><td>0</td></tr>
<tr><th colspan="2">Status</th></tr>
<tr><td>Run status</td><td>completed</td></tr>
</table>
-- critical path: cells and delay by family (launching register included) --
family                   cells  cell delay [ns]
adder cells (fa/ha/maj)      1             0.41
buffers and inverters        1             0.47
AND-OR/OR-AND                2             0.31
AND/OR/NAND/NOR              4             1.58
flip-flops                   1             0.35
-- per-layer routing --
layer  routed length, µm  part of all wire, %  GRT usage, %
met3                 594                  4.3         4.047
met5                   0                    0             0
met2                6143                   44         23.61
met4                 109                 0.79         2.122
met1                7009                   51         26.19
-- sequential cells by signal, indices dropped and copies added (netlist names) --
signal / cells
P2S_SEG.buff: 65
P2S_LED.s_clk: 1
P2S_LED.cycle_count: 1
P2S_LED.s_clr: 1
P2S_LED.state: 2
P2S_LED.data_count: 4
P2S_SEG.cycle_count: 1
P2S_SEG.s_clk: 1
P2S_SEG.s_clr: 1
P2S_LED.buff: 17
P2S_SEG.data_count: 6
clk_count: 22
P2S_SEG.state: 2
-- metrics by stage --
step / area [µm²] / util, % / total power [µW] / hold WS, ns / setup WS (ns)
2_1_floorplan: 7143 / - / 761.6 / 0.4176 / 1.487
4_1_cts: 8660 / 49.89 / 1550 / 0.4467 / 4.971
6_report: 8660 / 49.89 / 1532 / 0.4429 / 5.068
3_3_place_gp: 8060 / 46.44 / 812.8 / 0.4275 / 4.840
3_5_place_dp: 8060 / 46.44 / 816.1 / 0.4350 / 4.778
5_1_grt: 8660 / 49.89 / 1591 / 0.4757 / 4.686
-- power by group through the flow --
| stage | clock [µW] | combinational (µW) | sequential (µW) |
|---|---|---|---|
| CTS | 746 | 135 | 669 |
| global route | 771 | 150 | 670 |
| finish | 728 | 135 | 669 |
-- Yosys cell counts, types with 6 or more instances --
cell type	number
sky130_fd_sc_hd__nor4_1	6
sky130_fd_sc_hd__dfxtp_1	42
sky130_fd_sc_hd__xor2_1	8
sky130_fd_sc_hd__a22o_1	21
sky130_fd_sc_hd__ha_1	49
sky130_fd_sc_hd__o31ai_1	6
sky130_fd_sc_hd__o21ai_0	63
sky130_fd_sc_hd__a21oi_1	20
sky130_fd_sc_hd__nor2_1	50
sky130_fd_sc_hd__mux4_2	8
sky130_fd_sc_hd__nand4_1	6
sky130_fd_sc_hd__clkbuf_1	23
sky130_fd_sc_hd__inv_1	47
sky130_fd_sc_hd__mux2_2	7
sky130_fd_sc_hd__a211oi_1	9
sky130_fd_sc_hd__nand3_1	17
sky130_fd_sc_hd__xnor2_1	13
sky130_fd_sc_hd__buf_1	7
sky130_fd_sc_hd__nor3_1	20
sky130_fd_sc_hd__edfxtp_1	82
sky130_fd_sc_hd__nor2b_1	16
sky130_fd_sc_hd__nand2_1	94
sky130_fd_sc_hd__a311o_1	6
sky130_fd_sc_hd__mux2i_1	24
sky130_fd_sc_hd__o211ai_1	21
sky130_fd_sc_hd__nand2b_1	15
-- kinds of logic after synthesis --
group | after synthesis
AND/OR/NAND/NOR | 243
AND-OR/OR-AND | 161
flip-flops | 124
buffers and inverters | 83
adder cells (fa/ha/maj) | 49
multiplexers | 39
XOR/XNOR | 21
other | 2
-- worst max path at each step --
stage,from,to,cells after the start
4_1_cts,P2S_SEG.s_clk,P2S_SEG.buff[15],8
5_1_grt,P2S_SEG.s_clk,P2S_SEG.buff[15],8
6_report,P2S_SEG.s_clk,P2S_SEG.buff[15],8
-- final cells by class --
cell class | count | share of cell area, %
well taps | 225 | 3.251
inverters | 47 | 2.037
flip-flops and latches | 124 | 38.14
repair buffers | 78 | 8.814
multi-input cells | 517 | 40.83
clock inverters | 14 | 1.965
clock buffers | 18 | 4.956
Power is estimated from default activity; no workload was simulated.
