==> /design/flow/design.v <==
`timescale 1ns / 1ps
module btn_scan (
    input wire clk,   
    input wire rst,   
    output reg [4:0] btn_x,
    input wire [3:0] btn_y,
    output reg [19:0] result
    );
function integer GET_WIDTH;   
	input [31:0] data;
	begin
		if (data[31]) GET_WIDTH=32;
		else if (data[30]) GET_WIDTH=31;
		else if (data[29]) GET_WIDTH=30;
		else if (data[28]) GET_WIDTH=29;
		else if (data[27]) GET_WIDTH=28;
		else if (data[26]) GET_WIDTH=27;
		else if (data[25]) GET_WIDTH=26;
		else if (data[24]) GET_WIDTH=25;
		else if (data[23]) GET_WIDTH=24;
		else if (data[22]) GET_WIDTH=23;
		else if (data[21]) GET_WIDTH=22;
		else if (data[20]) GET_WIDTH=21;
		else if (data[19]) GET_WIDTH=20;
		else if (data[18]) GET_WIDTH=19;
		else if (data[17]) GET_WIDTH=18;
		else if (data[16]) GET_WIDTH=17;
		else if (data[15]) GET_WIDTH=16;
		else if (data[14]) GET_WIDTH=15;
		else if (data[13]) GET_WIDTH=14;
		else if (data[12]) GET_WIDTH=13;
		else if (data[11]) GET_WIDTH=12;
		else if (data[10]) GET_WIDTH=11;
		else if (data[9]) GET_WIDTH=10;
		else if (data[8]) GET_WIDTH=9;
		else if (data[7]) GET_WIDTH=8;
		else if (data[6]) GET_WIDTH=7;
		else if (data[5]) GET_WIDTH=6;
		else if (data[4]) GET_WIDTH=5;
		else if (data[3]) GET_WIDTH=4;
		else if (data[2]) GET_WIDTH=3;
		else if (data[1]) GET_WIDTH=2;
		else if (data[0]) GET_WIDTH=1;
		else GET_WIDTH=1;
	end
endfunction
    parameter
        CLK_FREQ = 100;   
    localparam
        SCAN_INTERVAL = 10,   
        COUNT_SCAN = 1 + CLK_FREQ * SCAN_INTERVAL * 1000,
        COUNT_BITS = GET_WIDTH(COUNT_SCAN-1);
    reg [COUNT_BITS-1:0] clk_count = 0;
    always @(posedge clk) begin
        if (rst)
            clk_count <= 0;
        else if (clk_count[COUNT_BITS-1])
            clk_count <= 0;
        else
            clk_count <= clk_count + 1'h1;
    end
    always @(posedge clk) begin
        if (rst) begin
            btn_x <= 0;
            result <= 0;
        end
        else begin
            if (clk_count[COUNT_BITS-1]) case (btn_x)
                5'b11110: begin
                    btn_x <= 5'b11101;
                    result[3:0] <= ~btn_y;
                end
                5'b11101: begin
                    btn_x <= 5'b11011;
                    result[7:4] <= ~btn_y;
                end
                5'b11011: begin
                    btn_x <= 5'b10111;
                    result[11:8] <= ~btn_y;
                end
                5'b10111: begin
                    btn_x <= 5'b01111;
                    result[15:12] <= ~btn_y;
                end
                5'b01111: begin
                    btn_x <= 5'b11110;
                    result[19:16] <= ~btn_y;
                end
                default: begin
                    btn_x <= 5'b11110;
                end
            endcase
        end
    end
endmodule
==> /design/flow/run.sh <==
#!/bin/bash
# OpenROAD 26Q1-2900-gdf79404cd8, Yosys 0.63+post, stock flow scripts
make -C /OpenROAD-flow-scripts/flow DESIGN_CONFIG=/design/flow/config.mk WORK_HOME=/design/flow/orfs finish
==> /design/flow/config.mk <==
export PLATFORM = sky130hd
export DESIGN_NAME = btn_scan
export DESIGN_NICKNAME = btn_scan
export VERILOG_FILES = /design/flow/design.v
export SDC_FILE = /design/flow/constraint.sdc
export NUM_CORES = 4
export LEC_CHECK = 1
export CORE_AREA = 10 10 107 107
export DIE_AREA = 0 0 117 117
==> /design/flow/constraint.sdc <==
current_design btn_scan

set clk_period 4.1
set clk_io_pct 0.2

create_clock -name clk0 -period $clk_period [get_ports {clk}]

set non_clock_inputs [all_inputs -no_clocks]
set_input_delay [expr $clk_period * $clk_io_pct] -clock clk0 $non_clock_inputs
set_output_delay [expr $clk_period * $clk_io_pct] -clock clk0 [all_outputs]
==> flow_metrics.env <==
# source this file to load flow results
export IMPL_syn_avg_cell_area_sq_um=9.11
export IMPL_power_density_mw_per_mm2=350
export IMPL_setup_slack_ns=1.96
export IMPL_startpoint_type="register"
export IMPL_drive_above_1_share=0.0724
export IMPL_maxSlewHeadroom=0.496
export IMPL_initCoreUtil=0.189
export IMPL_hold_class="reg2reg"
export IMPL_grt_first_pass_wirelength_microns=6040
export IMPL_ys_chip_area_sq_mm=0.00174
export IMPL_path_delay_family="buffers and inverters"
export IMPL_track_usage=0.0539
export IMPL_cts_resized=0
export IMPL_rows=35
export IMPL_ant_nets=0
export IMPL_total_leakage_power_nw=0.661
export IMPL_ys_cells=191
export IMPL_clockBufferDepth=2
export IMPL_period_minus_slack_ns=2.14
export IMPL_routedWlPerCell_microns=11.4
export IMPL_routabilityCongestion=0.716
export IMPL_core_sq_mm=0.00920
export IMPL_post_route_period_util=0.523
export IMPL_finalSetupViolations=0
export IMPL_clock_sinks=45
export IMPL_final_setup_tns_ns=0
export IMPL_routed_via_count=1390
export IMPL_grt_antenna_before_repair=0
export IMPL_drc=0
export IMPL_num_io_pins=31
export IMPL_finalHoldViolCount=0
export IMPL_die_h_microns=117
export IMPL_die_x_microns=117
export IMPL_p_total_w=0.000792
export IMPL_die_area_sq_mm=0.0137
export IMPL_peakVddDrop_mv=0.171
export IMPL_place_worst_setup_slack_ns=1.73
export IMPL_tritoncts="done"
export IMPL_grt_max_degree=28
export IMPL_fill_cells=970
export IMPL_grt_pass1_vias=1218
export IMPL_drt_iter0_markers=53
export IMPL_cts_inserted_buffers=5
export IMPL_status="completed"
export IMPL_ctsHoldBuffers=0
export IMPL_yosysSeqAreaShare=0.518
export IMPL_rsz0062_at_grt="false"
export IMPL_cp_end_kind="primary output"
export IMPL_cts_clk_slew_worst_paths_ns=0.09
export IMPL_path_buffers=1
export IMPL_crit_type="reg2out"
export IMPL_syn_area_sq_mm=0.00174
export IMPL_dr_pass1_iters=4
export IMPL_slew_violations=0
export IMPL_area_delta_synth_final_pct=30.1
export IMPL_grt_ovfl_total=0
export IMPL_ys_ff=45
export IMPL_htreeDepth=2
export IMPL_slowest_delay_ns=0.53
export IMPL_holdWs_ns=0.469
export IMPL_clock_root_buffer="clkbuf_8"
export IMPL_cp_max_fo=8
export IMPL_antenna_cells=0
export IMPL_regArea_sq_um=901
export IMPL_tool_warnings=25
export IMPL_cts_setup_buffers=0
export IMPL_worst_pin_slew_ns=0.753
export IMPL_vias_per_cell=4.19
export IMPL_numPortBuffers=30
export IMPL_synth_distinct_cells=27
export IMPL_final_comb_area_sq_um=786
export IMPL_worst_path_max_delay_cell="clkdlybuf4s50_1"
export IMPL_worstPathRequired_ns=3.28
export IMPL_fin_worst_skew_ns=0.0113
export IMPL_synthCells=191
export IMPL_maxCapViolations=0
export IMPL_max_freq_mhz=467
export IMPL_crit_chain="clkdlybuf4s50_1"
export IMPL_yosysWarnings=1
export IMPL_dpl_hpwl_microns=2690
export IMPL_cp_arrival_ns=1.32
export IMPL_drt_total_wl_microns=3790
export IMPL_clock_latency_ns=0.30
-- stage by stage --
stage / util / cells / area (sq um)
floorplan: - / 191 / 1740
global placement: 0.234 / 324 / 2150
detailed placement: 0.234 / 324 / 2150
CTS: 0.246 / 332 / 2260
global route: 0.246 / 332 / 2260
finish: 0.246 / 332 / 2260
-- cells in the mapped netlist (all sizes together) --
library cell / number / area (sq um)
nor3b: 4 / 50.1
xor2: 1 / 8.76
nand3: 7 / 35.0
xnor2: 12 / 105
a21oi: 7 / 35.0
nor2: 40 / 150
and2: 1 / 6.26
nand2: 6 / 22.5
inv: 5 / 18.8
dfxtp: 45 / 901
o21ai: 4 / 20.0
a211oi: 20 / 150
nor4: 5 / 31.3
clkbuf: 7 / 26.3
a41o: 1 / 10.0
nand2b: 1 / 6.26
nor3: 9 / 50.1
buf: 2 / 8.75
or2: 1 / 6.26
ha: 1 / 12.5
a31oi: 2 / 12.5
or3: 4 / 25.0
or4: 1 / 11.3
nand4: 5 / 37.5
-- cell families (layout without fill, tap and decap cells) --
| group | after synthesis | in the layout | synth area share |
|---|---|---|---|
| and+or+nand+nor | 84 | 84 | 0.248 |
| DFF | 45 | 45 | 0.518 |
| AOI/OAI and AO/OA | 34 | 34 | 0.131 |
| buffers and inverters | 14 | 44 | 0.0309 |
| xor gates and xnor gates | 13 | 13 | 0.0654 |
| adders and majority gates | 1 | 1 | 0.00719 |
-- metal layers --
layer | vias to the layer above | global-route usage | wire [microns]
met1 | 620 | 0.0780 | 1830
met5 | - | 0 | 0
met2 | 34 | 0.0772 | 1560
li1 | 729 | - | -
met3 | 7 | 0.0196 | 345
met4 | 0 | 0.00741 | 48
-- final timing paths --
kind / from / endpoint / slack (ns) / cells after the start
hold reg to reg: clk_count[18]$_SDFF_PP0_ / clk_count[19]$_SDFF_PP0_ / 0.47 / 2
setup / recovery: btn_x[2]$_SDFFE_PP0P_ / btn_x[2] / 1.96 / 1
hold / removal: clk_count[18]$_SDFF_PP0_ / clk_count[19]$_SDFF_PP0_ / 0.47 / 2
setup reg to reg: clk_count[0]$_SDFF_PP0_ / clk_count[18]$_SDFF_PP0_ / 2.19 / 5
-- area by class of cell --
class | count | area share
Inverter | 5 | 0.00829
Multi-Input combinational cell | 132 | 0.347
Clock buffer | 6 | 0.0321
Timing Repair Buffer | 31 | 0.136
Tap cell | 111 | 0.0614
Clock inverter | 2 | 0.0171
Sequential cell | 45 | 0.398
-- report_power, final --
group	total [W]	internal [W]	switching, W
clock	0.000331	0.000183	0.000148
sequential	0.000441	0.000439	0.00000231
combinational	0.0000194	0.00000794	0.0000115
total	0.000792	0.000630	0.000162
-- layout by cell type, fill, tap and decap left out, types with 5 or more instances in the layout --
master / n
clkdlybuf4s50_1: 30
nand3_1: 7
inv_1: 5
nor4_1: 5
clkbuf_8: 5
a211oi_1: 20
nor2_1: 40
nand2_1: 6
a21oi_1: 7
nor3_1: 8
xnor2_1: 12
dfxtp_1: 45
-- flip-flops by register name (all words and copies together), names as in the netlist --
signal and cells:
clk_count 20, result 20, btn_x 5
